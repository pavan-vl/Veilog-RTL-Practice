==> flow/design.v <==
module fifo(din,clk,rst,wen,ren,full,emp,dout);
input [7:0]din;
input clk,wen,ren,rst;
output reg full,emp;
output reg [7:0]dout;
localparam dep=3  
,wid=7;
reg [wid:0] fifmem [dep:0];
reg [2:0]wpt,rpt,cnt;
integer i;
always @ (posedge clk or posedge rst) begin
if(rst) begin
wpt<=0;
rpt<=0;
cnt<=0;
dout<=0;
full<=0;
emp<=0;
for (i=0;i<4;i=i+1) begin
	fifmem[i]=8'bZ;
end
end
else begin
	full<= (cnt==4);
	emp<= (cnt==0);
	if(wen && !full) begin
		fifmem[wpt]<=din;
		wpt<=wpt+1;
		cnt<=cnt+1;
	end
	else if (ren && !emp) begin
		dout<=fifmem[rpt];
		rpt<=rpt+1;
		cnt=cnt-1;
	end
	if(wpt>3'd7)
		wpt=3'd0;
	if(rpt>3'd7)
		rpt=3'd0;
end
end
endmodule
==> flow/run.sh <==
#!/bin/bash
# OpenROAD 26Q1-2900-gdf79404cd8, Yosys 0.63+post, stock flow scripts
make -C /OpenROAD-flow-scripts/flow DESIGN_CONFIG=/design/flow/config.mk WORK_HOME=/design/flow/orfs finish
==> flow/config.mk <==
export PLATFORM = sky130hd
export DESIGN_NAME = fifo
export DESIGN_NICKNAME = fifo
export VERILOG_FILES = /design/flow/design.v
export SDC_FILE = /design/flow/constraint.sdc
export NUM_CORES = 4
export LEC_CHECK = 1
export CORE_AREA = 10 10 84 84
export DIE_AREA = 0 0 94 94
==> flow/constraint.sdc <==
current_design fifo

set clk_period 1.9
set clk_io_pct 0.2

create_clock -name clk0 -period $clk_period [get_ports {clk}]

set non_clock_inputs [all_inputs -no_clocks]
set_input_delay [expr $clk_period * $clk_io_pct] -clock clk0 $non_clock_inputs
set_output_delay [expr $clk_period * $clk_io_pct] -clock clk0 [all_outputs]
==> results.txt <==
Remaining DRCs - 0
First-pass GRT wire length - 3.32 mm
Relative slew slack - 82.3%
Critical path arrival - 1.84 ns
Final slew viol count - 0
Max-Cap Viols - 0
DR vias - 595
Worst r2r src - full
Root Driver - clkbuf_8
WP data required - 2.09 ns
CTS tree - yes
Largest net degree at the start of global routing - 21
Final setup vio count - 0
Mapped Area - 907 sq um
Post-CTS Hold Buffers - 0
Hpwl dp - 1.47 mm
Overflow after GRT - 0
Critical Path Fanout Max - 2
Distinct lib cells used - 17
Ys Warns - 3
Fin. Hold Viols - 0
Crit path cell chain - clkdlybuf4s50_1 > and2b_1 > xnor2_1 > ha_1 > and3b_2 > a31oi_1 > xnor2_1
Fin crit period - 1.65 ns
Cells on worst reg2reg path - 6
Initial antenna violation count - 0
I/O Pins - 22
Post-route ant nets - 0
Tool Warnings - 25
Power share of the clock group - 16.2%
Register share of total power - 44.1%
Via density - 3.54
Fmax - 604 MHz
Final WS setup - 0.245 ns
Fp util - 17.4%
Comb power frac - 39.6%
Hold/Removal Path Class - in -> async
Leakage - 0.000585 uW
Worst path slowest cell - clkdlybuf4s50_1
GRT Total Usage - 4.82%
Post-CTS sizing - 0
Top cells excl fill/tap - nand2_1, dfrtp_1, clkdlybuf4s50_1, mux2_4, buf_4
Post-synthesis sequential area ratio - 57.9%
Min Hold Slack - 0.263 ns
Peak VDD IR - 0.329 mV
Post-CTS Setup Bufs - 0
Worst R2R Setup Slack - 0.39 ns
RSZ-0062 raised after global routing - no
DRT Pass-1 Iters - 4
Most used cell, CP - xnor2_1
Vias in the first global route - 653
Switching portion of total power - 27.9%
Routability congestion estimate - 0.691
Die area - 8840 sq um
Terminus of the critical flop-to-flop path - cnt[2]
CP Class - in -> reg
CTS Buf Count - 3
Layout cells sized above 1 - 21.4%
Cell count after synthesis - 71
Mapped Avg Cell Area - 12.8 sq um
Number of DRC markers in iteration 0 - 23
Critical Path Source Type - input port
Clk slew on worst S/H paths - 0.08 ns
Pwr Total - 1740 uW
Worst-case clock buffer depth - 2
Switching power - 486 uW
Pint - 1260 uW
Pwr/cell area - 1380 nW/um^2
Run status - complete, no violations
Clock skew - 0.00458 ns
Synth-to-Final Area Change - 38.8%
Std-Cell Rows - 26
Routed wire length - 1.89 mm
H-Tree Depth - 1
Core area - 5200 sq um
Commonest Layout Cell - nand2_1
Die X - 94 um
Flops after synth - 21
Yosys Chip Area - 907 sq um
Slew @ Worst Pin - 0.265 ns
Die Y - 94 um
Period utilization - 87.1%
Kind of end point of the critical path - flip-flop
# Cells Yosys - 71
Worst-Skew Late Latency - 0.25 ns
CP max stage delay - 0.42 ns
Pre-CTS setup slack - -0.0357 ns
Routed wire length per instance - 11.3 um
ANT cells - 0
Port bufs - 21
Number of clock sinks - 21
-- power groups by stage --
stage	Combinational (uW)	Sequential, uW	Clock (uW)
final	690	768	283
after global routing	772	798	314
after CTS	708	770	297
-- layout make-up --
cell class / instances / area (sq um)
Sequential cell: 21 / 526
Clock inverter: 1 / 5.00
Fill cell: 552 / 3950
Multi-Input combinational cell: 47 / 355
Timing Repair Buffer: 25 / 240
Inverter: 1 / 3.75
Clock buffer: 3 / 41.3
Tap cell: 70 / 87.6
-- worst max-delay path: cells and delay by family --
family / cells / cell delay (ns)
AND/OR/NAND/NOR: 2 / 0.40
XOR/XNOR: 2 / 0.27
AND-OR/OR-AND: 1 / 0.19
buffers and inverters: 1 / 0.42
adder cells (fa/ha/maj): 1 / 0.19
-- kinds of logic after synthesis --
family | Yosys count | synth area share, %
flip-flops | 21 | 57.9
buffers and inverters | 3 | 2.90
adder cells (fa/ha/maj) | 1 | 1.38
XOR/XNOR | 3 | 2.90
multiplexers | 9 | 14.9
AND-OR/OR-AND | 1 | 0.690
AND/OR/NAND/NOR | 33 | 19.3
-- sequential cells by signal, indices dropped and copies added (netlist names) --
name and flops:
emp 1, fifmem 8, cnt 3, dout 8
full 1
-- stage by stage --
| stage | util (%) | area, sq um | cells | TNS, ns |
|---|---|---|---|---|
| floorplan | - | 907 | 71 | 0 |
| global placement | 23.3 | 1210 | 164 | 0 |
| detailed placement | 23.3 | 1210 | 164 | -0.0357 |
| CTS | 24.2 | 1260 | 168 | 0 |
| global route | 24.2 | 1260 | 168 | 0 |
| finish | 24.2 | 1260 | 168 | 0 |
-- cells in the mapped netlist --
cell | count | share of area (%)
ha_1 | 1 | 1.4
buf_6 | 2 | 2.5
mux2_4 | 9 | 15
nand2_8 | 1 | 2.2
nor3_1 | 1 | 0.55
nor2_4 | 1 | 1.2
nor2b_4 | 1 | 1.5
dfrtp_1 | 21 | 58
nor2_1 | 1 | 0.41
a31oi_1 | 1 | 0.69
xnor2_1 | 3 | 2.9
and3b_2 | 1 | 1.1
nor3b_1 | 1 | 0.83
and2b_1 | 1 | 0.83
nand2b_1 | 1 | 0.69
nand2_1 | 24 | 9.9
inv_1 | 1 | 0.41
-- how the worst max path moves through the flow --
stage     slack (ns)  endpoint  start
5_1_grt         0.13    cnt[2]    wen
6_report        0.25    cnt[2]    wen
4_1_cts         0.25    cnt[2]    wen
-- routing by layer --
metal	wire [um]	share of wire [%]	vias up	track usage, %
li1	-	-	282	-
met1	750	40	297	5.89
met2	935	49	16	7.78
met3	204	11	0	2.58
met4	0	0	0	0.127
met5	0	0	-	0
No activity file was given, so power comes from the tool's default toggle rates.
