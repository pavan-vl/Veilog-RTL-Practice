`flow/config.mk`:
```
export PLATFORM = sky130hd
export DESIGN_NAME = spi
export DESIGN_NICKNAME = spi
export VERILOG_FILES = /design/flow/design.v
export SDC_FILE = /design/flow/constraint.sdc
export NUM_CORES = 4
export LEC_CHECK = 1
export CORE_UTILIZATION = 50
```
`flow/constraint.sdc`:
```
current_design spi

set clk_period 3.8
set clk_io_pct 0.2

create_clock -name clk0 -period $clk_period [get_ports {clk}]

set non_clock_inputs [all_inputs -no_clocks]
set_input_delay [expr $clk_period * $clk_io_pct] -clock clk0 $non_clock_inputs
set_output_delay [expr $clk_period * $clk_io_pct] -clock clk0 [all_outputs]
```
`flow/design.v`:
```
module spi(clk,start,din,cs,mosi,done,sclk);
input clk, start; 
input [11:0]din;
output reg cs, mosi, done; 
output sclk;
integer cnt=0;
integer bitcnt = 0;
reg sclk_t=0;
parameter idle=0,tx_start=1,send=2,tx_end=3; 
reg [1:0]state=idle;
reg [11:0]tmp;
always@(posedge clk)
begin
    if(cnt<10)
    cnt<=cnt+1;
    else begin
    cnt<=0;
    sclk_t<=~sclk_t;
    end
end
always@(posedge sclk_t) begin
case(state)
    idle: begin
        mosi<=0;
        cs<=1;
        done<=0;
        if(start)
            state<=tx_start;
        else
            state <= idle;
    end
    tx_start: begin
            cs<=0;
            tmp<=din; 
            state<=send; 
    end
    send: begin
        if(bitcnt <= 11) begin
            bitcnt<=bitcnt+1;
            mosi<=tmp[bitcnt];
            state<=send;
        end
        else begin
            bitcnt<=0;
            state<=tx_end;
            mosi<=0; 
        end
    end
    tx_end: begin
        cs<=1;
        state<=idle;
        done<=1;
    end
	default:state<=idle;
endcase
end
assign sclk = sclk_t;
endmodule
```
`flow/run.sh`:
```
#!/bin/bash
# OpenROAD 26Q1-2900-gdf79404cd8, Yosys 0.63+post, stock flow scripts
make -C /OpenROAD-flow-scripts/flow DESIGN_CONFIG=/design/flow/config.mk WORK_HOME=/design/flow/orfs finish
```
==> run notes <==
The flow completed. The clock passes through at most 2 buffers. The timer found 49 register pins that no clock reaches; their paths are not timed. OpenROAD reports that the post-layout worst path occupies 59.96% of the period. Post-CTS setup buffer count landed at 0.

The tightest min-delay check is of the reg -> reg type. After synthesis the netlist holds a flip-flop and latch count of 82. Max-slew violation total from the final report landed at 0. Post-synthesis cell type count landed at 42. Fraction of final layout cells sized beyond drive strength 1 landed at 6.533%.

Entering global routing, the biggest net connects 50 pins. Count of antenna diodes in the layout landed at 0. Setup repair after global routing left no endpoint under its margin. Total core area landed at 0.007807 sq mm.

Cell area after synthesis landed at 0.004064 sq mm. 18 I/O pins were placed. For this run, the chip area from Yosys synthesis comes to 0.004064 sq mm. The placed instances occupy a cell area of 0.004312 sq mm. Total clock buffers created by CTS landed at 5. The most used flip-flop cell after synthesis is sky130_fd_sc_hd__edfxtp_1. Share of the core filled by cells before placement landed at 52.05%.

In this run, the number of DRC markers left after iteration 0 of detailed routing was 125. The script computed the net switching share of total power as 19.73%. Part of the power in registers landed at 53.4%.

Final number of setup-violating endpoints landed at 0. The synthesis run shows the most used standard cells to be sky130_fd_sc_hd__edfxtp_1 (48), sky130_fd_sc_hd__a21oi_1 (34), sky130_fd_sc_hd__dfxtp_1 (34), sky130_fd_sc_hd__nor2_1 (29), sky130_fd_sc_hd__nand3_1 (20). Number of fill cells in the layout landed at 673. Post-route DRC violation count landed at 0. Post-route cell area landed at 0.004413 sq mm. Storage element area landed at 0.002122 sq mm. Residual antenna-violating net count after detailed routing landed at 0. The floorplan step set the die height to 92.16 um. After synthesis, flip-flops and latches occupy 52.22% of the total area.

Fraction of registers with async set/reset landed at 0%. The average instance in the mapped netlist occupies 10.50 sq um. Warnings raised by the tools during the run amount to 29.

The report lists the number of cells resized after CTS as 0. Counting endpoints that fail hold in the final report gives 0. Across all checked pins, the minimum headroom to the slew limit is 49.78%. The first global-routing pass estimated 12.85 mm of wire. The worst setup path is captured at a flop. The flow measured a signed area growth from synthesis to layout of 8.590%. After synthesis, the design contains 387 cells according to Yosys. Clock insertion delay at the later pin of the skew report landed at 0.28 ns. Clock tree synthesis selected as its root buffer the cell sky130_fd_sc_hd__clkbuf_8.

Data arrival time of the critical path landed at 2.50 ns. Sorting the synthesis cell report by count puts at the top sky130_fd_sc_hd__edfxtp_1. In this run the biggest area consumer among cell types represents 35.47% of the synthesized area. Final cell utilization of the core landed at 56.52%.

Total power density per cell area landed at 148.1 mW/mm^2. Internal power of the cells landed at 524.7 uW. The number of placed instances, taps included, is 492.

The initialized floorplan defines 32 standard-cell rows. In the setup report, the worst path falls into the class reg -> reg. Final critical path time including I/O delays and setup landed at 2.279 ns.

Number of unconstrained endpoints landed at 99. As logged by OpenROAD, the buffers inserted on ports number 17. The run finished with clean final reports. For this sky-water flow run, the detailed-routed wirelength per cell is reported as 14.86 um. The share of total power dissipated in the clock network is 44.5%.

The analysis reports a worst IR drop on VDD of 0.0003446 V. The global routing report lists combined usage of all routing layers as 19.47%. Number of hold buffers added after cts landed at 0. The routed design shows a via density per instance of 5.864. The worst setup path is launched from a flop. Summed over all cells, the static leakage comes to 0.001526 uW. The power report puts the net switching power at 129.0 uW. The synthesized design contains 48 enable-type register cells. Per the OpenROAD floorplan log, the width of the die is 92.16 um. Number of antenna violations at the first check in global routing landed at 0. Via count of the first global-routing pass landed at 2,750. Routability-driven placement finished with a final weighted congestion of 0.7942. Total length of routed wires landed at 7.429 mm. After the flow finishes, the layout carries non-filler instances totaling 500. The synthesis report lists the Yosys warning total as 1. The flow reports an fmax of 0.4389 GHz. Detailed placement finished with a half-perimeter wire length of 5.007 mm. Full die area landed at 0.008493 sq mm. After clock tree synthesis, the clock-pin slew on the worst setup and hold paths is 0.07 ns. Largest fanout of any net on the critical path landed at 17. For reference, the top cells by area after synthesis are sky130_fd_sc_hd__edfxtp_1 (35%), sky130_fd_sc_hd__dfxtp_1 (17%), sky130_fd_sc_hd__a21oi_1 (4.2%). Data on the critical path is required at its endpoint by 4.02 ns. The first detailed-routing pass ran for 4 iterations. Synthesis handed over a netlist of 387 instances. Global routing finished with a remaining overflow of 0. The H-tree was split into 2 levels. Looking at the max-slew report, the worst-margin pin has a slew of 0.7533 ns.

Part of the power in combinational logic landed at 2.1%. Total via count in the routed design landed at 2,932. Final hold analysis gives a worst-case slack of 0.4770 ns. TritonCTS built the clock tree. Multi-input logic area landed at 0.001817 sq mm. The biggest area contributor in the post-synthesis netlist is sky130_fd_sc_hd__edfxtp_1. In the final timing run, aggregate negative setup slack is 0 ns.

Between clock sinks in the finished design, the worst skew comes to 0.006658 ns. Max-capacitance violation count landed at 0.
state kept, by name, summed over array words and instances, names as in the netlist:
register / flops
cnt: 32
bitcnt: 32
sclk_t: 1
state: 2
cs: 1
mosi: 1
done: 1
tmp: 12
worst paths after layout:
check	start	endpoint	slack (ns)	cells after the start
max	cnt[0]	cnt[30]	1.52	5
min	cnt[0]	cnt[0]	0.48	1
max reg2reg	cnt[0]	cnt[30]	1.52	5
min reg2reg	cnt[0]	cnt[0]	0.48	1
power groups by stage:
stage,clock (uW),combinational [uW],sequential (uW)
global route,312,14.4,349
CTS,301,13.6,349
finish,291,13.4,349
cells by family (layout without fill, tap and decap cells):
kind of cell / after synthesis / after routing / share of synthesized area [%]
buffers and inverters: 30 / 41 / 3.171
flip-flops: 82 / 82 / 52.22
AND-OR/OR-AND: 75 / 75 / 11.64
adder cells (fa/ha/maj): 7 / 7 / 2.155
multiplexers: 4 / 4 / 1.909
XOR/XNOR: 23 / 23 / 4.957
AND/OR/NAND/NOR: 166 / 166 / 23.95
area by class of cell:
| type | instances | area share (%) |
|---|---|---|
| sequential | 82 | 48.09 |
| multi-input combinational | 275 | 41.17 |
| timing repair buffer | 21 | 4.536 |
| tap | 102 | 2.892 |
| clock buffer | 7 | 2.183 |
| inverter | 12 | 1.021 |
| clock inverter | 1 | 0.1134 |
metal layers:
layer	vias up	track usage, %	routed length, um
met3	5	1.772	196
met4	0	1.432	68
met2	36	33.21	3602
li1	1509	-	-
met5	-	0	0
met1	1382	30.27	3562
through the flow:
stage / total power (uW) / worst slack [ns]
2_1_floorplan: 357.5 / 2.118
3_3_place_gp: 370.7 / 1.625
3_5_place_dp: 370.8 / 1.558
4_1_cts: 664.0 / 1.539
5_1_grt: 675.4 / 1.278
6_report: 653.6 / 1.521
critical path, stage by stage (launching register included):
cell and delay, ns:
sky130_fd_sc_hd__dfxtp_1 0.39, sky130_fd_sc_hd__ha_1 0.23, sky130_fd_sc_hd__and3_1 0.27, sky130_fd_sc_hd__nand4_1 0.52
sky130_fd_sc_hd__or4_1 0.66, sky130_fd_sc_hd__a21oi_1 0.14
cell usage in the layout (no fill, tap or decap), drive strengths merged, types with 2 or more instances in the layout:
| cell | n |
|---|---|
| nand2 | 18 |
| and2 | 3 |
| a21oi | 34 |
| dfxtp | 34 |
| buf | 4 |
| o31ai | 17 |
| nor2b | 3 |
| ha | 7 |
| xor2 | 13 |
| o21ai | 15 |
| xnor2 | 10 |
| nor2 | 29 |
| clkdlybuf4s50 | 17 |
| nand4 | 17 |
| and3 | 8 |
| mux4 | 3 |
| nand3 | 20 |
| and4 | 13 |
| or2 | 3 |
| or4 | 18 |
| nor4 | 15 |
| edfxtp | 48 |
| or3 | 14 |
| clkbuf | 7 |
| a2111oi | 2 |
| nor3 | 3 |
| inv | 12 |
Power figures rest on the tool's default switching activity, not on a simulated workload.
