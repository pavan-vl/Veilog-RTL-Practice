File: /design/flow/constraint.sdc
current_design mul

set clk_period 11.3
set clk_io_pct 0.2

create_clock -name clk0 -period $clk_period

set non_clock_inputs [all_inputs -no_clocks]
set_input_delay [expr $clk_period * $clk_io_pct] -clock clk0 $non_clock_inputs
set_output_delay [expr $clk_period * $clk_io_pct] -clock clk0 [all_outputs]
File: /design/flow/config.mk
export PLATFORM = sky130hd
export DESIGN_NAME = mul
export DESIGN_NICKNAME = mul
export VERILOG_FILES = /design/flow/design.v
export SDC_FILE = /design/flow/constraint.sdc
export NUM_CORES = 4
export LEC_CHECK = 1
export CORE_AREA = 10 10 79 79
export DIE_AREA = 0 0 89 89
File: /design/flow/design.v
module mul(a,b,y);
input signed [3:0]a,b;
output reg signed [7:0]y;
reg [1:0]tmp;
integer i;
reg curr_val;
reg [3:0]neg_b;
always @ (*) begin
y=8'd0;
curr_val =1'd0;
for(i=0;i<4;i=i+1) begin
	tmp={a[i],curr_val};  
	neg_b=-b;
	case(tmp)
		2'b10: y[7:4]=y[7:4] + neg_b;
		2'b01: y[7:4]=y[7:4] + b;
		default:;
	endcase
	y=y>>1;  
	y[7]=y[6];  
	curr_val = a[i];  
end
if(b == 4'd8)
	y=-y;
end
endmodule
File: /design/flow/run.sh
#!/bin/bash
# OpenROAD 26Q1-2900-gdf79404cd8, Yosys 0.63+post, stock flow scripts
make -C /OpenROAD-flow-scripts/flow DESIGN_CONFIG=/design/flow/config.mk WORK_HOME=/design/flow/orfs finish
==> run summary <==
Implementation numbers.

- The cell area that synthesis handed to floorplanning was 996 um2.
- The number of fill cells in the layout is 513.
- The clock buffer instance count of the final layout is 0.
- The first detailed-routing pass took 4 iterations.
- The worst setup path is launched from an input pin.
- The post-route DRC violation count is 0.
- The first global-routing pass estimated 3950 um of wire.
- Per the GRT congestion report, total overflow comes to 0.
- The total leakage power is 0.558 nW.
- The largest voltage drop on the vdd net is 0.0566 mV.
- The vertical die dimension reported for this design is 89 um.
- The number of global-route vias before repair is 887.
- STA puts the critical path data arrival time at 8270 ps.
- Summing all flip-flop and latch instances after layout gives 0 um2.
- The critical path capture point type is an output port.
- The combined global-route utilization of all metal layers is 5.99%.
- The detail route stage leaves a number of antenna-violating nets equal to 0.
- Post-route period utilization is reported as 93.2%.
- Data on the critical path is required at its endpoint by 9040 ps.
- The setup-violating endpoint count in the final report is 0.
- The detail-routed via count per cell is 4.50.
- The worst relative slew slack is 72.0%.
- The library cells used most frequently in the layout, excluding fill and tap cells, are sky130_fd_sc_hd__clkdlybuf4s50_1, sky130_fd_sc_hd__nor2_1, sky130_fd_sc_hd__inv_1, sky130_fd_sc_hd__ha_1, sky130_fd_sc_hd__nand2_1.
- The minimum period implied by the final worst setup slack is 10,530 ps.
- The fraction of layout instances using a drive strength above 1 is 8.70%.
- Across all stage logs, warnings added up to 32.
- For the final routed database, the setup TNS stands at 0 ps.
- In the setup report, the worst path falls into the class in -> out.
- The count of standard-cell rows is 25.
- The count of inserted antenna diode cells is 0.
- The gate-level netlist out of Yosys references 42 unique cell types.
- The tally of buffers added on design ports is 16.
- The share of the core filled with cells is 25.7%.
- Sequential cells were found to cover 0% of the synthesized design area.
- The class of the most critical hold timing path is in -> out.
- The die width is 89 um.
- The run finished with clean final reports.
- The post-cts resize count is 0.
- The core box area is 4660 um2.
- For reference, the post-synthesis area per instance comes to 7.90 um2.
- The layout overhead on the synthesized area is 20.5%.
- The power density normalized to cell area is 108 nW/um2.
- The floorplan report gives the top-level pin count as 16.
- The pin count of the biggest net entering global routing is 12.
- The synth_stat.txt file lists the number of cells as 126.
- Looking at the max-slew report, the worst-margin pin has a slew of 416 ps.
- In this run the maximum-capacitance check reported violations numbering 0.
- The critical-path maximum fanout is 9.
- The number of setup buffers added after CTS is 0.
- The area of the multi-input gates is 920 um2.
- The number of buffers inserted by hold repair at cts is 0.
- The initial antenna violation count is 0.
- The final wirelength is 2150 um.
- Before placement the cells fill 21.4% of the core.
- The area recorded from the Yosys report for this design is 996 um2.
- In the finished design the tool counted flip-flops and latches totalling 0.
- At the end of routability-driven placement, the weighted congestion stood at 0.776.
- The fmax is 95.0 MHz.
- Per the final report, max-transition violations number 0.
- Summed over all nets, the half-perimeter wirelength after detailed placement is 1900 um.
- The count of endpoints failing hold in the final timing report is 0.
- The final route contains 864 vias.
- The chip occupies 7920 um2.
- The count of warnings emitted by yosys is 1.
- Per the post-synthesis report, the number of cells in the design is 126.
- The initial detailed-routing violation count is 52.
- Setup repair after global routing left no endpoint under its margin.
- The commonest non-fill, non-tap cell in the layout is sky130_fd_sc_hd__clkdlybuf4s50_1.
- The average wire per standard cell is 11.2 um.
[kinds of logic (layout without fill, tap and decap cells)]
kind of cell	after synthesis	in the layout	synth area share (%)
adders and majority gates	16	16	22.4
muxes	5	5	5.65
buffers and inverters	18	30	7.66
AOI/OAI and AO/OA	28	28	22.1
xor gates and xnor gates	17	17	20.1
and+or+nand+nor	42	42	22.1
[power by group]
part           internal (mW)  leakage, nW  switching [mW]
clock                      0            0               0
combinational         0.0728        0.558          0.0571
sequential                 0            0               0
[worst paths after layout]
check                 from  endpoint  slack [ps]  cells after the start
worst max-delay path  b[2]      y[7]         770                     22
worst min-delay path  a[0]      y[0]        5720                      4
[metrics by stage]
stage | power (mW) | cells | worst slack (ps) | cell area, um2 | hold WS (ps)
floorplan | 0.0882 | 126 | 2210 | 996 | 4620
global placement | 0.133 | 192 | 734 | 1200 | 5750
global route | 0.152 | 192 | 295 | 1200 | 5820
CTS | 0.134 | 192 | 705 | 1200 | 5740
detailed placement | 0.133 | 192 | 725 | 1200 | 5730
finish | 0.130 | 192 | 768 | 1200 | 5720
[area by class of cell]
class                           count  area share (%)
Inverter                           14            4.38
Multi-Input combinational cell    108            76.6
Tap cell                           54            5.63
Timing Repair Buffer               16            13.3
[worst max-delay path, cell delays in order]
cell	delay [ps]
sky130_fd_sc_hd__clkdlybuf4s50_1	600
sky130_fd_sc_hd__or4_1	570
sky130_fd_sc_hd__nand3_1	180
sky130_fd_sc_hd__inv_1	80
sky130_fd_sc_hd__ha_1	340
sky130_fd_sc_hd__a21oi_1	210
sky130_fd_sc_hd__or4b_4	500
sky130_fd_sc_hd__a32oi_4	320
sky130_fd_sc_hd__inv_1	80
sky130_fd_sc_hd__ha_1	310
sky130_fd_sc_hd__a21oi_1	160
sky130_fd_sc_hd__xnor3_1	220
sky130_fd_sc_hd__nor2b_1	190
sky130_fd_sc_hd__xnor2_2	300
sky130_fd_sc_hd__ha_1	310
sky130_fd_sc_hd__a21oi_1	150
sky130_fd_sc_hd__xnor3_1	230
sky130_fd_sc_hd__nand2_1	80
sky130_fd_sc_hd__xor3_2	280
sky130_fd_sc_hd__or2_2	300
sky130_fd_sc_hd__o21ai_1	110
sky130_fd_sc_hd__clkdlybuf4s50_1	470
[synthesized netlist by cell type (all sizes together) (2+ instances only)]
cell type / n / area [um2]
a21o: 3 / 22.5
a21oi: 6 / 30.0
a31oi: 3 / 18.8
and3b: 2 / 17.5
buf: 2 / 16.3
clkbuf: 2 / 7.51
fa: 3 / 60.1
ha: 13 / 163
inv: 14 / 52.6
mux2: 5 / 56.3
nand2: 9 / 33.8
nand3: 3 / 15.0
nor2: 15 / 56.3
nor2b: 3 / 18.8
o211ai: 2 / 15.0
o21ai: 4 / 20.0
o31ai: 3 / 36.3
or2: 2 / 12.5
or4b: 2 / 23.8
xnor2: 8 / 77.6
xnor3: 2 / 45.0
xor2: 6 / 52.6
[layer usage]
| metal | track usage [%] | up-vias | part of all wire, % |
|---|---|---|---|
| met5 | 0 | - | 0 |
| met4 | 0 | 0 | 0 |
| met3 | 0.643 | 0 | 2.3 |
| met2 | 11.0 | 5 | 50 |
| met1 | 7.85 | 389 | 47 |
| li1 | - | 470 | - |
Power and IR drop assume default switching activity.
